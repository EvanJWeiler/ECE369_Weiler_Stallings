[flow/design.v]
`timescale 1ns / 1ps
module ID_EXPipelineRegister(Flush, RegWriteIn, MemtoRegIn, BranchIn, MemReadIn, MemWriteIn, RegDstIn, ALUOpIn, ALUSrcIn, DataMemChoiceIn, RegisterLoadChoiceIn, JumpIn, JalIn, JrIn, AddressIn, SignExtendImmediateIn, ReadData1In, ReadData2In, JumpTargetAddressIn, rsIn, rtIn, rdIn, Clk, RegWriteOut, MemtoRegOut, BranchOut, MemReadOut, MemWriteOut, RegDstOut, ALUOpOut, ALUSrcOut, DataMemChoiceOut, RegisterLoadChoiceOut, JumpOut, JalOut, JrOut, AddressOut, SignExtendImmediateOut, ReadData1Out, ReadData2Out, JumpTargetAddressOut, rsOut, rtOut, rdOut);
	input Flush, RegWriteIn, MemtoRegIn, BranchIn, MemReadIn, MemWriteIn, RegDstIn, ALUSrcIn, JumpIn, JalIn, JrIn;  
	input [10:0] ALUOpIn;
	input [4:0] rtIn, rdIn, rsIn;
	input [31:0] SignExtendImmediateIn, AddressIn, ReadData1In, ReadData2In;
	input [1:0] DataMemChoiceIn, RegisterLoadChoiceIn;
	input [25:0] JumpTargetAddressIn;
	input Clk;
	(* dont_touch = "true" *) reg CurrentRegWrite, CurrentMemtoReg, CurrentBranch, CurrentMemRead, CurrentMemWrite, CurrentRegDst, CurrentALUSrc, CurrentJump, CurrentJal, CurrentJr; 
	(* dont_touch = "true" *) reg [10:0] CurrentALUOp;
	(* dont_touch = "true" *) reg [4:0] CurrentRt, CurrentRd, CurrentRs;
	(* dont_touch = "true" *) reg [31:0] CurrentSignExtendImmediate, CurrentReadData1, CurrentReadData2, CurrentAddress;
    (* dont_touch = "true" *) reg [1:0] CurrentDataMemChoice, CurrentRegisterLoadChoice;
    (* dont_touch = "true" *) reg [25:0] CurrentJumpTargetAddress;
	output reg RegWriteOut, MemtoRegOut, BranchOut, MemReadOut, MemWriteOut, RegDstOut, ALUSrcOut, JumpOut, JalOut, JrOut;  
	output reg[10:0] ALUOpOut;
	output reg[4:0] rtOut, rdOut, rsOut;
	output reg[31:0] SignExtendImmediateOut, AddressOut, ReadData1Out, ReadData2Out;
	output reg[1:0] DataMemChoiceOut, RegisterLoadChoiceOut;
	output reg[25:0] JumpTargetAddressOut;
	always@(  *)
	begin
	   if(Flush == 1'b1)
	   begin
	   CurrentRegWrite <= 1'b0;
       CurrentMemtoReg <= 1'b0;
       CurrentBranch <= 1'b0;
       CurrentMemRead <= 1'b0;
       CurrentMemWrite <= 1'b0;
       CurrentRegDst <= 1'b0;
       CurrentALUSrc <= 1'b0;
       CurrentDataMemChoice <= 2'b00;
       CurrentRegisterLoadChoice <= 2'b0;
       CurrentALUOp <= 11'd0;
       CurrentRt <= 5'd0;
       CurrentRd <= 5'd0;
       CurrentRs <= 5'd0;
       CurrentSignExtendImmediate <= 32'd0;
       CurrentAddress <= 32'd0;
       CurrentReadData1 <= 5'd0;
       CurrentReadData2 <= 5'd0;
       CurrentJumpTargetAddress <= 26'd0;
       CurrentJump <= 1'b0;
       CurrentJal <= 1'b0;
       CurrentJr <= 1'b0;
       end
       else
       begin
		CurrentRegWrite <= RegWriteIn;
		CurrentMemtoReg <= MemtoRegIn;
		CurrentBranch <= BranchIn;
		CurrentMemRead <= MemReadIn;
		CurrentMemWrite <= MemWriteIn;
		CurrentRegDst <= RegDstIn;
		CurrentALUSrc <= ALUSrcIn;
		CurrentDataMemChoice <= DataMemChoiceIn;
		CurrentRegisterLoadChoice <= RegisterLoadChoiceIn;
		CurrentALUOp <= ALUOpIn;
		CurrentRt <= rtIn;
		CurrentRd <= rdIn;
		CurrentRs <= rsIn;
		CurrentSignExtendImmediate <= SignExtendImmediateIn;
		CurrentAddress <= AddressIn;
		CurrentReadData1 <= ReadData1In;
		CurrentReadData2 <= ReadData2In;
		CurrentJumpTargetAddress <= JumpTargetAddressIn;
		CurrentJump <= JumpIn;
		CurrentJal <= JalIn;
		CurrentJr <= JrIn;
     end
	end
	always@(posedge Clk)
	begin
		RegWriteOut <= CurrentRegWrite;
		MemtoRegOut <= CurrentMemtoReg;
		BranchOut <= CurrentBranch;
		MemReadOut <= CurrentMemRead;
		MemWriteOut <= CurrentMemWrite;
		RegDstOut <= CurrentRegDst;
		ALUSrcOut <= CurrentALUSrc;
		DataMemChoiceOut <= CurrentDataMemChoice;
		RegisterLoadChoiceOut <= CurrentRegisterLoadChoice;
		ALUOpOut <= CurrentALUOp;
		rtOut <= CurrentRt;
		rdOut <= CurrentRd;
		rsOut <= CurrentRs;
		SignExtendImmediateOut <= CurrentSignExtendImmediate;
		AddressOut <= CurrentAddress;
		ReadData1Out <= CurrentReadData1;
		ReadData2Out <= CurrentReadData2;
		JumpTargetAddressOut <= CurrentJumpTargetAddress;
		JumpOut <= CurrentJump;
		JalOut <= CurrentJal;
		JrOut <= CurrentJr;
	end
endmodule
[flow/run.sh]
#!/bin/bash
# OpenROAD 26Q1-2900-gdf79404cd8, Yosys 0.63+post, stock flow scripts
make -C /OpenROAD-flow-scripts/flow DESIGN_CONFIG=/design/flow/config.mk WORK_HOME=/design/flow/orfs finish
[flow/config.mk]
export PLATFORM = sky130hd
export DESIGN_NAME = ID_EXPipelineRegister
export DESIGN_NICKNAME = ID_EXPipelineRegister
export VERILOG_FILES = /design/flow/design.v
export SDC_FILE = /design/flow/constraint.sdc
export NUM_CORES = 4
export LEC_CHECK = 1
export CORE_AREA = 10 10 185 185
export DIE_AREA = 0 0 195 195
[flow/constraint.sdc]
current_design ID_EXPipelineRegister

set clk_period 1.0
set clk_io_pct 0.2

create_clock -name clk0 -period $clk_period [get_ports {Clk}]

set non_clock_inputs [all_inputs -no_clocks]
set_input_delay [expr $clk_period * $clk_io_pct] -clock clk0 $non_clock_inputs
set_output_delay [expr $clk_period * $clk_io_pct] -clock clk0 [all_outputs]
==> job_summary.md <==
### Metrics collected by this job

| Metric | Value |
|---|---|
| Outcome | finished, violations left |
| Failing checks | setup timing |
| Die height | 195 um |
| Total gr overflow | 0 |
| Synth Seq Share | 0.747 |
| Critical path type | flop to output port |
| Worst setup margin | -115 ps |
| DR WL/cell | 16.1 um |
| Startpoint Class | flop |
| Int Pwr | around 13000 uW |
| Worst EP arrival | 920 ps |
| Vias per cell | between 3 and 4 |
| Hold path start | Flush |
| Endpoint type of the worst setup path | output port |
| Clk slew on worst S/H paths | roughly 70 ps |
| Residual DRC | 0 |
| Root buffer cell | clkbuf_16 |
| Final GP Congestion | around 0.8 |
| Total GRT Usage | 0.0998 |
| Pleak | 0.00415 uW |
| Maximum vdd drop | 1.21 mV |
| Syn Area/Cell | 12.7 um2 |
| TritonCTS Buffers | 17 |
| Worst Tran Pin Value | 282 ps |
| CP Cell Sequence | buf_2 |
| Clk sink count | 194 |
| Post-Layout Inst Area | 0.00944 mm2 |
| Switching power | 3770 uW |
| Number of synthesized register bits | 194 |
| Logic pwr share | 0.099 |
| Max H-tree Level | 4 |
| Layout area overhead | 81.5% |
| Pre-antenna DRT Iters | 4 |
| Std cell rows | 64 |
| Total Wirelength | between 15 and 20 mm |
| Sw frac | 0.227 |
| Share of power burned in registers | 0.495 |
| Setup WS pre-CTS | -107 ps |
| Number of fill cells in the layout | roughly 3100 |
| Distinct lib cells used | 4 |
| Slew margin rel. | 0.812 |
| Post-CTS Setup Repair Bufs | 0 |
| Max-Cap Viols | 0 |
| Fin cells | about 1200 |
| Clock network power share | 0.406 |
| Tcrit/Tclk final | 1.12 |
| Min-Delay Endpoint | ReadData1Out[8]$_SDFF_PP0_ |
| Mapped cell area | 0.00520 mm2 |
| Final setup violation count | between 150 and 200 |
| Floorplan core area | around 0.030 mm2 |
| TritonCTS clock tree | done |
| CP delay by family, top | flip-flops |
| DR vias | 4057 |
| Die width | 195 um |
| N_diodes | 0 |
| Crit-path max cell delay | 370 ps |
| Crit path time final | ~1100 ps |
| CP max-delay cell | dfxtp_2 |
| First-pass GRT wire length | 28.6 mm |
| Vias in the first global route | 4300 |
| Dpl hpwl | about 16 mm |
| Ys cells | 409 |
| Post-Syn Instances | 409 |
| Tool warnings | 27 |
| Hold path depth | 2 |
| Initial cell density of the core | 0.171 |
| Die Area | 0.0380 mm2 |
| Pin count of the biggest net entering global routing | 63 |
| I/O pin cnt | 390 |
| PD cells | 1760 mW/mm2 |
| Crit Path Max Fanout | 1 |
| Layout cell share with drive strength beyond 1 | 0.347 |
| RSZ-0062 raised after global routing | true |
| Peak Freq | 897 MHz |
| Hold Crit Class | input pin to flop |
| Critical path buffers and inverters | 1 |
| Chip area estimate from yosys synthesis | 0.00520 mm2 |
| Placed insts | 1191 |
| Final Max Slew Viols | 0 |
| Bufs on Longest Clock Path | 2 |
| DRT iter0 DRCs | 36 |
| Worst EP required | 800 ps |
| Final ANT Viol Nets | 0 |
| Initial antenna violation count | 0 |
| Placed inst area | roughly 0.0097 mm2 |
| Ys Warns | 1 |
| I/O Buffers | between 300 and 400 |
| Power Total | 16700 uW |
| Hold Fails Final Rpt | 0 |
## routing by layer
metal / wire [um] / vias up / global-route usage
li1: - / 2033 / -
met5: 0 / - / 0
met1: 7470 / 1794 / 0.115
met4: 270 / 0 / 0.0130
met2: 9570 / 217 / 0.165
met3: 2330 / 13 / 0.0535
## per-stage QoR
step | util | hold WS [ps] | setup TNS, ps
detailed placement | 0.319 | 506 | -584
global placement | 0.319 | 506 | -715
finish | 0.310 | 33.9 | -8740
floorplan | - | 328 | 0
global route | 0.310 | 21.6 | -19760
CTS | 0.308 | 15.6 | -17890
## Yosys cell counts
cell / number / share of area
buf_2: 18 / 0.017
dfxtp_1: 194 / 0.75
nor2b_1: 194 / 0.23
clkbuf_1: 3 / 0.0022
## logic make-up (layout without fill, tap and decap cells)
kind of cell,Yosys count,in the layout,share of synthesized area
simple gates,194,194,0.233
flops,194,194,0.747
buf+inv,21,438,0.0195
## area by class of cell
type | count | area, um2 | area share
clock inverters | 14 | 148 | 0.0156
well taps | 396 | 495 | 0.0525
repair buffers | 407 | 3220 | 0.341
flip-flops and latches | 194 | 3940 | 0.417
multi-input cells | 194 | 1210 | 0.129
clock buffers | 17 | 425 | 0.0451
## power by group through the flow
stage / combinational [uW] / sequential, uW / clock (uW)
6_report: 1650 / 8250 / 6750
5_1_grt: 1810 / 8290 / 7340
4_1_cts: 1690 / 8240 / 7050
## worst max-delay path by stage
stage / from / to / slack [ps] / cells after the start
CTS: ReadData1Out[5]$_SDFF_PP0_ / ReadData1Out[5] / -170 / 1
finish: ReadData1Out[3]$_SDFF_PP0_ / ReadData1Out[3] / -120 / 1
global route: ReadData1Out[3]$_SDFF_PP0_ / ReadData1Out[3] / -170 / 1
## timing repair
action                     CTS  global route
hold buffers                 0             0
cloned                       0             0
setup endpoints to repair  194           194
gates resized              669            28
## layout by cell type (no fill, tap or decap)
cell type        instances
buf_2                  183
clkdlybuf4s50_1        194
buf_6                   12
dfxtp_4                  1
dfxtp_1                151
clkinv_4                 3
nor2b_1                194
clkinv_2                 1
buf_4                   11
dfxtp_2                 42
inv_8                    4
clkbuf_16               17
clkinvlp_4               2
buf_12                   7
bufinv_16                1
inv_6                    3
## state kept, by name, summed over array words and instances, names as in the netlist
signal / flops
AddressOut: 32
ReadData1Out: 32
ReadData2Out: 32
SignExtendImmediateOut: 32
JumpTargetAddressOut: 26
ALUOpOut: 11
rdOut: 5
rsOut: 5
rtOut: 5
DataMemChoiceOut: 2
RegisterLoadChoiceOut: 2
ALUSrcOut: 1
BranchOut: 1
JalOut: 1
JrOut: 1
JumpOut: 1
MemReadOut: 1
MemWriteOut: 1
MemtoRegOut: 1
RegDstOut: 1
RegWriteOut: 1
Power figures rest on the tool's default switching activity, not on a simulated workload.
